`design/flow/design.v`:
```
module gpr(clk,we,ra1,ra2,wa,wd,rd1,rd2);
  input                      clk,we;
  input        [4:0]         ra1,ra2,wa;
  input        [31:0]        wd;
  output       [31:0]        rd1,rd2;
  reg       [31:0]     rd1_reg;
  reg       [31:0]     rd2_reg;
  reg       [31:0]     rf  [31:0];
  integer			i ;
	initial	
	  begin
		   for (i = 0; i < 32; i = i + 1)
			    rf[i] <= 32'b0;
	  end
	always @(posedge clk)
    if(we) 
      rf[wa] <= wd;
	always@(posedge clk )
	  begin
	    rd1_reg <= rf[ra1];
	    rd2_reg <= rf[ra2];
	  end
	assign rd1 = rd1_reg;	
  assign rd2 = rd2_reg;
endmodule
```
`design/flow/run.sh`:
```
#!/bin/bash
# OpenROAD 26Q1-2900-gdf79404cd8, Yosys 0.63+post, stock flow scripts
make -C /OpenROAD-flow-scripts/flow DESIGN_CONFIG=/design/flow/config.mk WORK_HOME=/design/flow/orfs finish
```
`design/flow/config.mk`:
```
export PLATFORM = sky130hd
export DESIGN_NAME = gpr
export DESIGN_NICKNAME = gpr
export VERILOG_FILES = /design/flow/design.v
export SDC_FILE = /design/flow/constraint.sdc
export NUM_CORES = 4
export LEC_CHECK = 1
export CORE_UTILIZATION = 50
```
`design/flow/constraint.sdc`:
```
current_design gpr

set clk_period 6.7
set clk_io_pct 0.2

create_clock -name clk0 -period $clk_period [get_ports {clk}]

set non_clock_inputs [all_inputs -no_clocks]
set_input_delay [expr $clk_period * $clk_io_pct] -clock clk0 $non_clock_inputs
set_output_delay [expr $clk_period * $clk_io_pct] -clock clk0 [all_outputs]
```
==> metrics.cfg <==
[grt]
use_met2_pct=43.85
grt_overflow_total=0
grt_max_degree=92
track_usage_pct=33.10
grt_pass1_vias=33220
grt_pass1_wl_microns=222200
grt-busiest-layer=met1
gr-usage-met3_pct=26.23
grtUsageMet1_pct=45.24
antenna_found_initial=3

[yosys]
synth.area.top_cells=edfxtp_1 (61%), mux2i_1 (20%), a22oi_1 (2.9%), dfxtp_1 (2.6%), a22o_1 (2.2%)
postSynthCellCount=3450
edf_count=1024
ys_warn_count=1
syn_area_sq_um=50070
seq_area_frac_synth_pct=63.97
ff_type=edfxtp_1
synthDominantCellAreaShare_pct=61.41
ys.flops=1088
top_area_cell=edfxtp_1
yosysUniqueCellTypes=24
ys_async_sr_fraction_pct=0
syn_area_per_cell_sq_um=14.51
ys_area_sq_um=50070
ys_top_cells_by_count=edfxtp_1 (1024), mux2i_1 (1024), nand2_1 (195)
ys_cells=3450

[route]
drtIter0Drc=2289
drc=0
routedWlPerCell_microns=31.01
route.antenna.remaining_nets=0
firstDrtPassIters=5
vias=31640
routed_wl_microns=153000
via_per_inst=6.414

[sta]
hold_viol_final=0
final.period_utilization_pct=61.62
drv_slew=0
fin_crit_ns=4.128
setup_viol=0
tns_ns=0
slew-limit-headroom_pct=21.75
clock_skew_ns=0.01586
worst_pin_slew_ns=1.168
rsz0062_at_grt=false
setup_ws_ns=2.572
clock.fmax_mhz=242.2

[setup_path]
cp.required_ns=7.24
path_class=input pin to flop
worstPathMaxFanout=39
endpoint_kind=flop
cp-start-kind=input pin
arrival_ns=4.67

[clocking]
insertion_delay_ns=0.70
clk_path_buf_depth=3
post_cts_buffers=0
clock-sinks=1088
cts_resized=0
clockRootBuffer=clkbuf_16
cts_buffers=116
cts_tree=built
htreeDepth=3
path_clk_slew_ns=0.06
hold_buffers=0

[cells_and_area]
syn_to_final_growth_pct=12.45
fin_util_pct=56.96
largest_reg_flops=1024
fin_area_sq_um=56300
layout-drive-gt1-share_pct=9.303

[placed_design]
dp_hpwl_microns=89430
gp_congestion=0.9484
port_buffers=112
placed_cell_area_sq_um=52540
pre_cts_ws_ns=1.997

[hold_path]
hold_class=flop to flop

[status]
status=finished, final reports clean

[flow_run]
warnings=26
maxCapViolCount=0

[power]
p_leak_nw=20.80
p_per_area_nw_per_um2=271.9
peakVddDrop_uv=173.8

[die]
core-area_sq_um=98850
die_h_microns=318.5
initial_core_util_pct=50.65
rows=115
ios=113
dieArea_sq_um=101400
fp.dieW_microns=318.5

-- critical path: stages --
cell             delay, ns
clkdlybuf4s50_1       0.63
nor2b_4               0.68
buf_4                 0.54
buf_4                 0.60
a22o_1                0.22
nor3_1                0.05
a31oi_1               0.41
nand3_1               0.15
-- final cells by class --
class | instances | area [sq um]
well taps | 1287 | 1610
clock inverters | 46 | 427.9
repair buffers | 231 | 2120
multi-input cells | 2109 | 16780
fillers | 7406 | 42550
clock buffers | 170 | 3331
flip-flops and latches | 1088 | 32030
diodes | 2 | 5.005
-- layout by cell type, fill, tap and decap left out --
cell / count
nand2_2: 2
dfxtp_1: 64
buf_4: 111
clkinv_1: 14
nor2b_4: 4
mux2i_1: 1024
and2_4: 2
buf_2: 1
a22oi_1: 192
clkbuf_1: 36
nor2_1: 1
inv_6: 1
nand2_1: 193
or2_2: 2
nor3_1: 64
clkbuf_8: 14
clkbuf_16: 120
a31oi_1: 64
or3_1: 1
bufinv_16: 8
nand3_1: 194
clkdlybuf4s50_1: 109
nor2_4: 34
buf_12: 8
a21oi_1: 192
nand2b_2: 4
clkinv_2: 19
clkinv_4: 1
buf_8: 2
nand3b_1: 5
diode_2: 2
or3b_2: 3
a22o_1: 128
clkinvlp_4: 3
edfxtp_1: 1024
-- path summary, 6_finish.rpt --
check,from,endpoint,slack [ns],cells after the start
worst max-delay path,ra1[0],rd1_reg[25],2.57,8
worst min-delay path,rf[25][17],rd1_reg[17],0.63,4
worst max register to register,rf[16][16],rd2_reg[16],4.64,4
worst min register to register,rf[25][17],rd1_reg[17],0.63,4
-- stage by stage --
stage	std cells	power (mW)	hold slack, ns
3_5_place_dp	4715	9.104	0.6139
5_1_grt	4932	15.76	0.6635
4_1_cts	4931	15.37	0.6250
6_report	4933	15.31	0.6263
2_1_floorplan	3450	8.472	0.5788
3_3_place_gp	4715	9.099	0.6159
-- where the power goes --
group	internal, mW	switching (mW)
clock	3.72	2.60
sequential	7.56	0.0826
combinational	0.489	0.852
-- per-layer routing --
| layer | wire, microns | vias up |
|---|---|---|
| met5 | 437 | - |
| li1 | - | 13800 |
| met4 | 3328 | 12 |
| met1 | 54840 | 15440 |
| met2 | 64990 | 2148 |
| met3 | 29380 | 243 |
-- cells by family (layout without fill, tap and decap cells) --
family,after synthesis,in the layout,synth area share (%)
multiplexers,1024,1024,20.47
AND-OR/OR-AND,576,576,7.836
buffers and inverters,253,447,3.129
other,0,2,0
AND/OR/NAND/NOR,509,509,4.593
flip-flops,1088,1088,63.97
Power is estimated from default activity; no workload was simulated.
